<file path="flow/design.v">
module alu (
    input  wire [17:0] A,
    input  wire [17:0] B,
    input  wire [2:0]  ALUctrl,
    output reg  [17:0] ALU_out,
    output wire        zero
);
    always @(*) begin
        case (ALUctrl)
            3'b000: ALU_out = A + B;                  
            3'b001: ALU_out = A - B;                  
            3'b010: ALU_out = ~(A & B);               
            3'b011: ALU_out = ~(A | B);               
            3'b100: ALU_out = A >> B[4:0];            
            3'b101: ALU_out = $signed(A) >>> B[4:0];  
            default: ALU_out = 18'b0;
        endcase
    end
    assign zero = (ALU_out == 18'b0);
endmodule
</file>
<file path="flow/config.mk">
export PLATFORM = sky130hd
export DESIGN_NAME = alu
export DESIGN_NICKNAME = alu
export VERILOG_FILES = /design/flow/design.v
export SDC_FILE = /design/flow/constraint.sdc
export NUM_CORES = 4
export LEC_CHECK = 1
export CORE_UTILIZATION = 30
</file>
<file path="flow/run.sh">
#!/bin/bash
# OpenROAD 26Q1-2900-gdf79404cd8, Yosys 0.63+post, stock flow scripts
make -C /OpenROAD-flow-scripts/flow DESIGN_CONFIG=/design/flow/config.mk WORK_HOME=/design/flow/orfs finish
</file>
<file path="flow/constraint.sdc">
current_design alu

set clk_period 9.4
set clk_io_pct 0.2

create_clock -name clk0 -period $clk_period

set non_clock_inputs [all_inputs -no_clocks]
set_input_delay [expr $clk_period * $clk_io_pct] -clock clk0 $non_clock_inputs
set_output_delay [expr $clk_period * $clk_io_pct] -clock clk0 [all_outputs]
</file>
==> out/qor.csv <==
stage,metric,value,unit
worst_setup_path,CP bufs+invs,2,
worst_setup_path,"most used cell, CP",nor2_1,
worst_setup_path,CP cell instances,clkdlybuf4s50_1 -> nor2_1 -> and2_0 -> nor2_1 -> xnor2_1 -> ha_1 -> a211oi_1 -> or4b_1 -> a21oi_1 -> or4_4 -> nand4b_4 -> nor4_2 -> nand4_1 -> nor2_1 -> clkdlybuf4s50_1,
timing,Total Neg Setup Slack,0,ns
worst_setup_path,CP endpoint kind,output port,
drt,DRT iter0 DRCs,308,
synth,Area leader share,8.22,%
drt,length of routed met2 wiring,5420,µm
timing,fin crit period,8.74,ns
drt,via count,3776,
floorplanning,I/O Pins,58,
global_route,first-pass GRT wire length,18800,µm
synth,Synth Area in Adders,12.8,%
global_route,largest net degree at the start of global routing,25,
final_layout,Clock buffer cells,0,
power_and_ir_drop,Leak,1.33,nW
timing,Fin. Hold Viols,0,
drt,Metal-1 WL,5050,µm
final_layout,final core occ,37.5,%
synth,Synth area leader,ha_1,
final_layout,MI comb area,2830,µm²
final_layout,Finished Layout Cells,611,
clock_network,Resized cells post-CTS,0,
synth,"AND/OR/NAND/NOR Cells, Area Fraction",28.4,%
global_route,total track usage,23.2,%
drt,final wirelength,11800,µm
worst_setup_path,slowest CP cell,clkdlybuf4s50_1,
timing,f_max,114,MHz
final_layout,fraction of layout cells with a size suffix above 1,7.95,%
synth,Syn Area/Cell,6.87,µm²
final_layout,Seq. cell area,0,µm²
drt,number of diodes,0,
final_layout,flop count,0,
place,Port Buffers,58,
clock_network,# Post-CTS Setup Buffers,0,
synth,number of cells in Yosys stat,443,
timing,Slew HR,54.1,%
worst_setup_path,CP startpoint kind,primary input,
timing,RSZ-0062 raised after global routing,false,
place,Inst Count DP,611,
synth,"XOR Share, Synth",5.46,%
drt,First-pass DRT Iterations,5,
synth,Synth Warn #,1,
worst_setup_path,Critical Setup Path Class,in -> out,
drt,met3 WL,930,µm
worst_setup_path,WP data required,7.52,ns
timing,"Setup violations, final",0,
synth,"AND-OR/OR-AND Cells, Area Fraction",35.7,%
timing,Max Slew Vio Count,0,
clock_network,"Hold-fix buffers, CTS",0,
worst_setup_path,Critical Path Max Stage Delay,0.74,ns
timing,Final Cycle Share,92.9,%
synth,cell area after synthesis,3050,µm²
run_status,status,finished clean,
synth,most frequent cells after synthesis,"39 x nor2_1, 33 x a21oi_1, 32 x o21ai_0, 28 x nand2_1, 20 x ha_1",
place,pre-CTS setup slack,0.847,ns
power_and_ir_drop,power per cell area,66.6,nW/µm²
hold_path,HP Class,in -> out,
synth,synthesized instance count,443,
drt,Vias/cell,6.18,
drt,per-cell routed wire length,19.3,µm
global_route,vias in the first global route,3456,
synth,main area contributors,"ha_1 8.2%, a21oi_1 5.4%, o21ai_0 5.3%",
floorplanning,floorplan core density,31.0,%
timing,Setup WS post-layout,0.664,ns
synth,Top non-seq family,AND-OR/OR-AND gates,
place,routability cong.,0.983,
hold_path,hold wc startpoint,ALUctrl[1],
synth,synth unique cells,77,
drt,Top Metal Used,met4,
timing,Worst-Margin Slew,0.684,ns
global_route,antenna violations before repair,0,
worst_setup_path,origin of the worst setup path,ALUctrl[2],
floorplanning,Die ar.,10600,µm²
floorplanning,die height,103,µm
drt,Remaining DRCs,0,
floorplanning,Die W,103,µm
worst_setup_path,crit path DAT,6.86,ns
final_layout,Synth-to-Final Area Change,20.8,%
global_route,total congestion overflow,0,
final_layout,# fillers,1057,
run,MaxCap Viol Count,0,
synth,Synth top cell by count,nor2_1,
place,post-DP HPWL,9430,µm
synth,Post-synth seq share,0,%
run,Tool Warnings,34,
worst_setup_path,top fanout value on the critical path,15,
worst_setup_path,Crit path max-delay family,simple AND/OR/NAND/NOR gates,
drt,remaining antenna violation count after routing,0,
synth,yosys synthesis chip area,3050,µm²
timing,Min Hold Slack,5.07,ns
floorplanning,Core Rows,36,
power_and_ir_drop,Max VDD drop,16.0,µV
synth,area fraction in mux cells,10.5,%
floorplanning,core box area,9820,µm²
==> path summary, 6_finish.rpt <==
path | cells past startpoint | to | slack (ns)
worst max-delay path | 15 | zero | 0.66
worst min-delay path | 5 | ALU_out[2] | 5.07
==> layout by cell type, fill, tap and decap left out, types with 8 or more instances in the layout <==
cell type and count:
clkdlybuf4s50_1 58, nor2_1 39, a21oi_1 33, o21ai_0 32, nand2_1 28, ha_1 20
o22ai_1 16, nand3_1 15, nor3_1 13, inv_1 12, maj3_1 12, mux2i_1 12
xnor2_1 11, a211oi_1 11, nand2b_1 9, mux2_2 9, xor2_1 8, o211ai_1 8
==> through the flow <==
stage               power, mW  cell area (µm²)
floorplan               0.153             3050
global placement        0.241             3680
detailed placement      0.240             3680
CTS                     0.241             3680
global route            0.268             3680
finish                  0.245             3680
==> cells by family (layout without fill, tap and decap cells) <==
family / Yosys count / in the layout
AND-OR/OR-AND: 162 / 162
AND/OR/NAND/NOR: 159 / 159
buffers and inverters: 44 / 79
XOR/XNOR: 19 / 19
adder cells (fa/ha/maj): 33 / 33
multiplexers: 26 / 26
==> layout make-up <==
cell class	instances	share of cell area (%)
Multi-Input combinational cell	399	76.8
Timing Repair Buffer	65	17.2
Tap cell	133	4.52
Inverter	14	1.43
==> report_power, final <==
group | switching [mW] | internal, mW | total, mW
clock | 0 | 0 | 0
combinational | 0.134 | 0.111 | 0.245
sequential | 0 | 0 | 0
==> metal layers <==
metal | track usage (%) | up-vias
met5 | 0 | -
met4 | 7.04 | 0
met3 | 1.79 | 22
met2 | 37.6 | 220
met1 | 33.0 | 1734
li1 | - | 1800
Power figures rest on the tool's default switching activity, not on a simulated workload.
