### flow/run.sh
#!/bin/bash
# OpenROAD 26Q1-2900-gdf79404cd8, Yosys 0.63+post, stock flow scripts
make -C /OpenROAD-flow-scripts/flow DESIGN_CONFIG=/design/flow/config.mk WORK_HOME=/design/flow/orfs finish
### flow/config.mk
export PLATFORM = sky130hd
export DESIGN_NAME = adderN
export DESIGN_NICKNAME = adderN
export VERILOG_FILES = /design/flow/design.v
export SDC_FILE = /design/flow/constraint.sdc
export NUM_CORES = 4
export LEC_CHECK = 1
export CORE_AREA = 10 10 81 81
export DIE_AREA = 0 0 91 91
### flow/constraint.sdc
current_design adderN

set clk_period 23.3
set clk_io_pct 0.2

create_clock -name clk0 -period $clk_period

set non_clock_inputs [all_inputs -no_clocks]
set_input_delay [expr $clk_period * $clk_io_pct] -clock clk0 $non_clock_inputs
set_output_delay [expr $clk_period * $clk_io_pct] -clock clk0 [all_outputs]
### flow/design.v
module adderN #(
    parameter N = 18
)(
    input  wire [N-1:0] A,
    input  wire [N-1:0] B,
    input  wire         Cin,
    output wire [N-1:0] Sum,
    output wire         Cout
);
    wire [N:0] c;
    assign c[0] = Cin;
    genvar i;
    generate
        for (i = 0; i < N; i = i + 1) begin : FA_CHAIN
            full_adder fa (
                .a   (A[i]),
                .b   (B[i]),
                .cin (c[i]),
                .sum (Sum[i]),
                .cout(c[i+1])
            );
        end
    endgenerate
    assign Cout = c[N];
endmodule
module full_adder (
    input  wire a,
    input  wire b,
    input  wire cin,
    output wire sum,
    output wire cout
);
    wire axb;         
    wire ab;          
    wire cin_axb;     
    assign axb     = a ^ b;
    assign sum     = axb ^ cin;
    assign ab      = a & b;
    assign cin_axb = cin & axb;
    assign cout    = ab | cin_axb;
endmodule
==> out/qor.yml <==
finish:
  regArea_sq_um: 0
  area_growth_pct: 95.5
  comb_area_sq_um: 360
  nFlopsAndLatches: 0
  nClkBuffers: 0
  fin_util_pct: 21.6
  fill_cells: 541
  drive_above_1_share_pct: 0
worst_setup_path:
  crit_family: "adder cells"
  cp.buffers_inverters: 6
  cp_common_cell: "fa_1"
  worstPathCellList: "clkdlybuf4s50_1 -> fa_1 -> fa_1 -> fa_1 -> fa_1 -> fa_1 -> fa_1 -> fa_1 -> fa_1 -> fa_1 -> inv_1 -> fa_1 -> inv_1 -> fa_1 -> fa_1 -> fa_1 -> fa_1 -> fa_1 -> fa_1 -> fa_1 -> inv_1 -> fa_1 -> inv_1 -> clkdlybuf4s50_1"
  critical_path_class: "in2out"
  cp-end-kind: "output port"
  required_ns: 18.64
  crit_path_start_kind: "primary input"
  slowest_delay_ns: 0.46
  critical_path_arrival_ns: 12.66
  crit_slowest_cell: "clkdlybuf4s50_1"
  crit_fanout: 1
logic_synthesis:
  ys_area_sq_um: 533
  syn_inst: 46
  yosys_warnings: 0
  synthDistinctLibCells: 3
  syn_area_sq_um: 533
  syn_avg_cell_area_sq_um: 11.6
  yosys_cells: 46
  ys_seq_share_pct: 0
detailed_routing:
  dr.pass1.iters: 2
  wl_met1_um: 633
  wire_per_inst_um: 10.2
  wl_met2_um: 634
  topRoutingLayerUsed: "met3"
  dr_wl_met3_um: 279
  ant_nets: 0
  drt-total-wl_mm: 1.55
  routed_via_density: 2.77
  diodes: 0
  vias: 418
  route.detailed.drc: 0
  drtIter0Drc: 1
global_route:
  grt_pass1_wl_mm: 2.56
  antenna_found_initial: 0
  grt_use_total_pct: 3.73
  grt_overflow_total: 0
  grt_max_degree: 2
  grt_pass1_vias: 516
worst_hold_path:
  whs_path_depth: 5
  hold_path.class: "in2out"
  holdPathEnd: "Cout"
  hp-start: "B[17]"
pwr:
  ir_drop_v: 0.00000719
  seqPwrFrac_pct: 0
  pwr-share-comb_pct: 100.0
  p_int_mw: 0.0190
  leakagePower_nw: 0.404
  p_sw_share_pct: 25.5
  powerDensity_nw_per_um2: 24.5
  power_switching_mw: 0.00651
  clockPowerShare_pct: 0
final_timing:
  max_slew.worst_pin.slew_ns: 0.101
  rsz0062_at_grt: "no"
  hold_ws_ns: 10.39
  final-hold-violation-count: 0
  fin_crit_sh_pct: 74.3
  fin_ws_ns: 5.98
  relSlewSlack_pct: 93.3
  fmax_ghz: 0.0577
  setup_viol: 0
  slew_viol_final: 0
  period_needed_ns: 17.32
  setup_tns_ns: 0
placed_design:
  gp_congestion: 0.770
  post-place-ws_ns: 5.88
  io_buffers: 56
  hpwl_mm: 1.55
clock_network:
  post_cts_buffers: 0
  cts.repair.resized: 0
  cts_hold_buf: 0
die:
  io_pins: 56
  initial_core_util_pct: 11.1
  row_count: 25
  fp.dieH_um: 91
  core_sq_um: 4820
  dieArea_sq_um: 8280
  die_w_um: 91
job:
  warning_count: 32
  maxCapViolations: 0
outcome:
  outcome: "finished, final reports clean"
## metrics by stage
step                      cell area, sq um  total power [mW]  std cells
after floorplan                        533            0.0127         46
after global placement                1040            0.0265        151
after detailed placement              1040            0.0266        151
after CTS                             1040            0.0267        151
after global routing                  1040            0.0294        151
final                                 1040            0.0255        151
## worst max path at each step
stage / to / startpoint / slack (ns) / cells past startpoint
6_report: Sum[17] / A[0] / 5.98 / 24
5_1_grt: Sum[17] / A[0] / 5.70 / 24
4_1_cts: Sum[17] / A[0] / 5.87 / 24
## logic make-up (layout without fill, tap and decap cells)
family | count (synthesis) | count (layout) | share of synthesized area (%)
fa+ha+maj | 18 | 18 | 67.6
buf+inv | 28 | 66 | 32.4
## cell usage after synthesis
master	n	area share [%]
buf_4	18	25
fa_1	18	68
inv_1	10	7.0
## cell type report
class	instances	area share (%)
repair buffers	56	53.8
inverters	10	3.60
multi-input cells	18	34.6
well taps	67	8.04
## layer usage
layer	vias up	track usage, %
li1	186	-
met1	192	4.86
met2	40	5.37
met3	0	2.49
met4	0	0
met5	-	0
## layout by cell type (no fill, tap or decap)
cell,instances
clkdlybuf4s50_1,56
fa_1,18
inv_1,10
## power by group through the flow
stage / Clock, mW / Sequential (mW) / Combinational (mW)
final: 0 / 0 / 0.0255
after global routing: 0 / 0 / 0.0294
after CTS: 0 / 0 / 0.0267
Power is estimated from default activity; no workload was simulated.
