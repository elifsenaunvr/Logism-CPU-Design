--- design/flow/design.v ---
module register_file (
    input  wire        clk,
    input  wire        reset,
    input  wire        RegWrite,
    input  wire [3:0]  write_addr,
    input  wire [17:0] write_data,
    input  wire [3:0]  rs1,
    input  wire [3:0]  rs2,
    output wire [17:0] rd1,
    output wire [17:0] rd2
);
    reg [17:0] regs [0:15];
    integer i;
    always @(posedge clk or posedge reset) begin
        if (reset) begin
            for (i=0; i<16; i=i+1) regs[i] <= 18'b0;
        end else if (RegWrite) begin
            regs[write_addr] <= write_data;
        end
    end
    assign rd1 = regs[rs1];
    assign rd2 = regs[rs2];
endmodule
--- design/flow/run.sh ---
#!/bin/bash
# OpenROAD 26Q1-2900-gdf79404cd8, Yosys 0.63+post, stock flow scripts
make -C /OpenROAD-flow-scripts/flow DESIGN_CONFIG=/design/flow/config.mk WORK_HOME=/design/flow/orfs finish
--- design/flow/config.mk ---
export PLATFORM = sky130hd
export DESIGN_NAME = register_file
export DESIGN_NICKNAME = register_file
export VERILOG_FILES = /design/flow/design.v
export SDC_FILE = /design/flow/constraint.sdc
export NUM_CORES = 4
export LEC_CHECK = 1
export CORE_UTILIZATION = 50
--- design/flow/constraint.sdc ---
current_design register_file

set clk_period 4.3
set clk_io_pct 0.2

create_clock -name clk0 -period $clk_period [get_ports {clk}]

set non_clock_inputs [all_inputs -no_clocks]
set_input_delay [expr $clk_period * $clk_io_pct] -clock clk0 $non_clock_inputs
set_output_delay [expr $clk_period * $clk_io_pct] -clock clk0 [all_outputs]
==> results.cfg <==
; synthesis and place-and-route metrics
[worst_setup_path]
crit_arrival_ps = 3250
rr_startpoint = regs[12][1]
cp_cell_sequence = buf_4 > buf_4 > mux2i_1 > o22ai_1 > a2111oi_0 > a21oi_1 > clkdlybuf4s50_1
slowest_stage = a2111oi_0
cp.required_ps = 3440
crit_path_max_fanout = 23
reg2reg_depth = 1
rrSetupSlack_ps = 3460
crit_top_cell = buf_4
critPathMaxStageDelay_ps = 610
path_class = in2out
worstReg2RegEnd = regs[12][1]
start_kind = input pin
end_kind = output port

[power]
seqPwrFrac = 0.468
ir_drop_mv = 0.424
comb_power_share = 0.220
p_int_mw = 5.82
p_leak_nw = 7.85
power.switching_mw = 2.51
sw_frac_of_total = 0.301
clkPwrFrac = 0.311
p_per_area_nw_per_um2 = 451

[detailed_routing]
firstDrtPassIters = 7
ant_nets = 0
routedWlPerCell_um = 30.7
diodes = 0
drc = 0
drt_iter0_drc = 1369
via_per_inst = 6.85
wl_um = 59300
num_vias = 13200

[grt]
grt_pass1_vias = 13200
grt_max_degree = 125
grt_pass1_wl_um = 87900
grt_usage = 0.383
grt_antenna_before_repair = 0
overflow = 0

[sta]
holdWs_ps = 517
timing.final.ws_setup_ps = 192
fin_skew_ps = 0
hold_viol_final = 0
maxSlewViolCount = 0
finalSetupViolCount = 0
rsz0062_at_grt = no
slew_headroom = 0.374
finalCriticalPeriod_ps = 4110
min_period_over_period = 0.955
fmax_mhz = 243
max_slew.worst_pin.slew_ps = 939

[cells_and_area]
largest_register = regs
largest_reg_flops = 288
num-fill-cells = 2581
drive_above_1_share = 0.298
top_regs = regs x288
area_growth_pct = 14.7

[logic_synthesis]
syn_avg_cell_area_sq_um = 11.3
synth.yosys.seq_area_share = 0.447
netlist_top_cells_count = dfrtp_1 (288), mux2_2 (262), a22o_1 (78)
synth_cells = 1432
post_synth_num_cell_types = 74
postSynth.asyncResetShare = 1.00
ys_ff = 288
top_cells_by_area = dfrtp_1 (45%), mux2_2 (18%), mux2i_1 (4.5%), a22o_1 (4.2%), buf_2 (2.0%)
ys_warn_count = 2
yosys_cells = 1432
synthFlopType = dfrtp_1
yosys.cell_count.top_type = dfrtp_1
yosys_area_sq_um = 16100
syn_area_sq_um = 16100
synth_top_area_share = 0.447
edf_count = 0
yosysTopAreaCell = dfrtp_1

[job]
warning_count = 28
max_cap_viol_count = 0

[floorplanning]
fp_util = 0.509
core-area_sq_um = 31600
num_io_pins = 69
rows = 65
die_y_um = 182
die_w_um = 182
die_area_sq_um = 33000

[cts]
ctsResizeCount = 0
cts_tree = done
cts_root_buffer = clkbuf_16
clock_latency_ps = 580
numCtsBuffers = 31
cts_buffer_depth = 3
cts_hold_buf = 0
post_cts_buffers = 0
htree_num_levels = 1
cts_sinks = 288
clkTransAtPathRegs_ps = 60

[worst_hold_path]
hold_path.class = reg2reg
hp-start = regs[4][8]
whs_endpoint = regs[4][8]
hold_path_depth = 1

[placement]
port_buffers = 68
place.gp.congestion = 1.04
dp.final_hpwl_um = 38900
dpl_worst_slack_ps = 310

[status]
status = complete, no violations
[worst max-delay path by stage]
| stage | slack, ps | endpoint | start | cells after the start |
|---|---|---|---|---|
| 4_1_cts | 310 | rd1[4] | rs1[2] | 9 |
| 5_1_grt | 130 | rd1[4] | rs1[0] | 9 |
| 6_report | 190 | rd2[5] | rs2[1] | 7 |
[routing by layer]
layer  GRT usage  vias to the layer above  share of wire
li1            -                     5575              -
met1       0.557                     6593           0.40
met2       0.534                      841           0.42
met3       0.149                      224           0.12
met4       0.151                        2          0.051
met5      0.0104                        -        0.00083
[kinds of logic after synthesis]
group                  synth area share
AND-OR/OR-AND                     0.159
buffers and inverters            0.0499
flip-flops                        0.447
multiplexers                      0.238
AND/OR/NAND/NOR                   0.105
[worst max-delay path, delay by kind of cell]
kind | cells | cell delay [ps]
muxes | 1 | 350
AOI/OAI and AO/OA | 3 | 900
buffers and inverters | 3 | 1120
[placed cells by master (no fill, tap or decap), drive strengths merged, types with 5 or more instances in the layout]
cell type / n
mux2: 272
a21oi: 44
nor2b: 27
or3b: 5
clkdlybuf4s50: 60
o32a: 6
a22o: 78
dfrtp: 288
and2: 6
a211oi: 5
a2111oi: 21
a222oi: 11
nand2: 45
a221oi: 10
clkbuf: 47
inv: 33
nor3b: 6
a32o: 8
a31oi: 24
o32ai: 16
mux2i: 73
nor2: 61
clkinv: 9
o21ai: 39
nor3: 6
buf: 114
o22ai: 35
and3: 9
nand3b: 43
a22oi: 25
nand3: 17
nand2b: 29
[through the flow]
step / cells / power, mW / TNS [ps] / utilization / area, sq um
3_3_place_gp: 1877 / 5.71 / 0 / 0.554 / 17500
5_1_grt: 1933 / 8.68 / 0 / 0.584 / 18500
2_1_floorplan: 1432 / 4.97 / -109210 / - / 16100
6_report: 1933 / 8.33 / 0 / 0.584 / 18500
4_1_cts: 1933 / 8.32 / 0 / 0.584 / 18500
3_5_place_dp: 1877 / 5.73 / 0 / 0.554 / 17500
[power groups by stage]
stage / clock [mW] / combinational [mW] / sequential, mW
CTS: 2.62 / 1.82 / 3.89
global route: 2.73 / 1.98 / 3.98
finish: 2.59 / 1.84 / 3.90
[area by class of cell]
cell class | instances | area, sq um | share of cell area
Tap cell | 402 | 503 | 0.0272
Timing Repair Buffer | 174 | 1550 | 0.0839
Clock inverter | 9 | 48.8 | 0.00264
Multi-Input combinational cell | 979 | 8130 | 0.440
Sequential cell | 288 | 7210 | 0.390
Clock buffer | 47 | 916 | 0.0496
Inverter | 34 | 131 | 0.00711
Power is estimated from default activity; no workload was simulated.
